**design/flow/run.sh**
```bash
#!/bin/bash
# OpenROAD 26Q1-2900-gdf79404cd8, Yosys 0.63+post, stock flow scripts
make -C /OpenROAD-flow-scripts/flow DESIGN_CONFIG=/design/flow/config.mk WORK_HOME=/design/flow/orfs finish
```
**design/flow/design.v**
```verilog
`timescale 1ns / 1ps
module decoder4_16 (
    input x,y,z,    
    input e,          
    output [15:0] out  
);
decoder3_8 dec1(x,y,z,e,out[7:0]);
decoder3_8 dec2(x,y,z,~e,out[15:8]);
endmodule
`timescale 1ns / 1ps
module decoder3_8 (
    input x,y,z,
    input e,
    output[7:0] out
);
assign out[0]= ~e & (~x) &(~y) &(~z);
assign out[1]= ~e & (~x) &(~y) &(z);
assign out[2]= ~e & (~x) &(y) &(~z);
assign out[3]= ~e & (~x) &(y) &(z);
assign out[4]= ~e & (x) &(~y) &(~z);
assign out[5]= ~e & (x) &(~y) &(z);
assign out[6]= ~e & (x) &(y) &(~z);
assign out[7]= ~e & (x) &(y) &(z);
endmodule
```
**design/flow/constraint.sdc**
```tcl
current_design decoder4_16

set clk_period 1.0
set clk_io_pct 0.2

create_clock -name clk0 -period $clk_period

set non_clock_inputs [all_inputs -no_clocks]
set_input_delay [expr $clk_period * $clk_io_pct] -clock clk0 $non_clock_inputs
set_output_delay [expr $clk_period * $clk_io_pct] -clock clk0 [all_outputs]
```
**design/flow/config.mk**
```make
export PLATFORM = sky130hd
export DESIGN_NAME = decoder4_16
export DESIGN_NICKNAME = decoder4_16
export VERILOG_FILES = /design/flow/design.v
export SDC_FILE = /design/flow/constraint.sdc
export NUM_CORES = 4
export LEC_CHECK = 1
export CORE_AREA = 10 10 70 70
export DIE_AREA = 0 0 80 80
```
==> results.tsv <==
stage	metric	value	unit
status	outcome	finished, violations left	
status	violated checks	setup timing	
cells_and_area	layout cell share with drive strength beyond 1	0.818	
route	total wire length	1180	um
route	Iter 0 DRT Violations	1	
synth	Top cells by area	nor4b_4 (34%), and4bb_1 (18%), buf_6 (16%)	
hold_path	type of the worst min-delay path	in2out	
global_routing	gr ovfl total	0	
power_and_ir_drop	Sw Pwr	80.9	uW
power_and_ir_drop	total power	246	uW
power_and_ir_drop	PD cells	341	nW/um^2
route	vias post-DR	320	
power_and_ir_drop	LEAKAGE	0.000353	uW
final_timing	relative slew slack	0.871	
floorplan	die width	80	um
synth	Post-Synthesis Cell Area	277	sq um
synth	Synth top area share	0.344	
floorplan	Die Ht	80	um
hold_path	Hold Path End	out[4]	
final_timing	maximum clock rate	884	MHz
cells_and_area	Synth-to-Final Area Change	162	%
place	IO Port Bufs	20	
worst_setup_path	CP startpoint	x	
final_timing	Final setup viols	15	
cells_and_area	fillcell total	381	
cells_and_area	Flop area	0	sq um
floorplan	I/O Pins	20	
route	Initial DRT Pass Iterations	3	
hold_path	worst hold start	z	
final_timing	RSZ-0062 raised after global routing	true	
route	Final ANT Viol Nets	0	
cells_and_area	logic area	231	sq um
power_and_ir_drop	Int Pwr	166	uW
power_and_ir_drop	sequential share of power	0	
flow_run	max_cap viols	0	
worst_setup_path	crit path kind	in2out	
place	hpwl dp	748	um
synth	Mapped Cells	20	
floorplan	site row count	21	
power_and_ir_drop	worst vdd ir	0.154	mV
worst_setup_path	crit end category	output port	
final_timing	Tightest Pin Transition	0.192	ns
final_timing	final worst-path cycle share	1.13	
cells_and_area	Commonest Layout Cell	buf_2	
power_and_ir_drop	clock network fraction of design power	0	
floorplan	fp util	0.0810	
synth	Yosys warnings	0	
route	Residual DRC	0	
final_timing	Final WS setup	-0.131	ns
global_routing	largest net degree at the start of global routing	8	
place	Final GP Congestion	0.613	
flow_run	tool warning count	34	
final_timing	Tmin final	1.13	ns
global_routing	global-route wire length before repair	1880	um
route	routed vias/inst	3.17	
synth	Yosys Chip Area	277	sq um
cells_and_area	total of clock buffers placed in the layout	0	
route	routed length per instance	11.7	um
global_routing	Tot GR Track Use	0.0367	
power_and_ir_drop	Gate power share	1.000	
synth	syn_area_per_cell	13.8	sq um
global_routing	antenna violations before repair	0	
worst_setup_path	crit path DRT	0.80	ns
synth	post-synth cell types	7	
synth	post-synthesis cell count from yosys	20	
floorplan	die area	6400	sq um
worst_setup_path	Critical Path Source Type	primary input	
synth	cell taking the most area after synthesis	nor4b_4	
global_routing	vias in the first global route	334	
final_timing	final hold viol count	0	
worst_setup_path	Crit Path Max Fanout	3	
cells_and_area	Top Layout Cells	buf_2 (15), buf_8 (8), buf_6 (7)	
synth	sequential area share after synthesis	0	
worst_setup_path	Arrival @ worst endpoint	0.93	ns
power_and_ir_drop	switching share of power	0.328	
final_timing	Setup Total Neg Slack	-1.15	ns
route	n_diodes	0	
cells_and_area	seq_cells	0	
hold_path	hold depth	5	
final_timing	Slew Limit Fails	0	
clock_tree	cts hold-fix bufs	0	
floorplan	core area	3420	sq um
[power groups by stage]
stage	registers [uW]	clock network, uW	logic (uW)
4_1_cts	0	0	242
5_1_grt	0	0	263
6_report	0	0	246
[cells by family (layout without fill, tap and decap cells)]
logic type	count (synthesis)	in the layout	share of synthesized area
AND/OR/NAND/NOR	16	16	0.837
buffers and inverters	4	39	0.163
[timing repair]
action | 4_1_cts | 5_1_grt
endpoints found under the setup margin | 16 | 15
pin swaps | 10 | 7
gates cloned | 2 | 0
buffers inserted | 9 | 2
resized | 92 | 1
[through the flow]
step                instances   util  hold slack (ns)  worst slack [ns]  instance area, sq um
finish                    101  0.212            0.813            -0.131                   723
global route              101  0.212            0.837            -0.169                   723
CTS                        99  0.206            0.819            -0.133                   704
detailed placement         88  0.171             1.51            -0.807                   584
global placement           88  0.171             1.51            -0.805                   584
floorplan                  20      -            0.535             0.255                   277
[layout make-up]
class	count	share of cell area
Multi-Input combinational cell	16	0.320
Tap cell	46	0.0796
Timing Repair Buffer	39	0.600
[synthesized netlist by cell type]
cell type and instances:
and4bb_2 2, and4b_1 4, buf_6 4, nor4_2 1
and4bb_1 4, and4_1 1, nor4b_4 4
[worst max path at each step]
stage            end  slack [ns]
CTS           out[0]       -0.13
global route  out[2]       -0.17
finish        out[0]       -0.13
[metal layers]
metal  up-vias  track usage  wire [um]
met5         -            0          0
met3         0       0.0193        185
met2        19       0.0425        348
met1       137       0.0587        649
li1        164            -          -
met4         0            0          0
[critical path, stage by stage]
cell and delay, ns:
buf_8 0.11, buf_12 0.12, buf_8 0.12, nor4_2 0.25
buf_2 0.13
Power is estimated from default activity; no workload was simulated.
